===== /design/flow/design.v =====
module fsm_seq_detector(
    input clk,
    input rst,
    input [9:0] x,
    output reg z
    );
parameter A=0,B=1,C=2,D=3;
reg [1:0] PS,NS;
always@(posedge clk or posedge rst)
begin
if(rst) begin
		PS<=A;
		end
else begin
	PS<=NS;
	end
end
always@(PS,x)
	begin
	case(PS)
		A:begin
			z<=x?0:0;
			NS<=x?B:A;
		  end
		B:begin
			z<=x?0:0;
			NS<=x?C:A;
		  end
		C:begin
			z<=x?1:0;
		   NS<=x?D:A;
		  end
		D:begin
			z<=x?1:0;
			NS<=x?D:A;
		  end
	endcase
end
endmodule

===== /design/flow/run.sh =====
#!/bin/bash
# OpenROAD 26Q1-2900-gdf79404cd8, Yosys 0.63+post, stock flow scripts
make -C /OpenROAD-flow-scripts/flow DESIGN_CONFIG=/design/flow/config.mk WORK_HOME=/design/flow/orfs finish

===== /design/flow/config.mk =====
export PLATFORM = sky130hd
export DESIGN_NAME = fsm_seq_detector
export DESIGN_NICKNAME = fsm_seq_detector
export VERILOG_FILES = /design/flow/design.v
export SDC_FILE = /design/flow/constraint.sdc
export NUM_CORES = 4
export LEC_CHECK = 1
export CORE_AREA = 10 10 70 70
export DIE_AREA = 0 0 80 80

===== /design/flow/constraint.sdc =====
current_design fsm_seq_detector

set clk_period 1.4
set clk_io_pct 0.2

create_clock -name clk0 -period $clk_period [get_ports {clk}]

set non_clock_inputs [all_inputs -no_clocks]
set_input_delay [expr $clk_period * $clk_io_pct] -clock clk0 $non_clock_inputs
set_output_delay [expr $clk_period * $clk_io_pct] -clock clk0 [all_outputs]

==> flow_metrics.py <==
# Auto-generated metrics
metrics = {
    "status": {
        "status": "finished clean",
    },
    "floorplanning": {
        "die_width_um": 80,
        "chipHeight_um": 80,
        "chip_area_um2": 6400,
        "io_pins": 13,
        "core_um2": 3420,
        "initial_utilization": 0.0498,
        "rows": 21,
    },
    "timing": {
        "max_slew_margin": 0.833,
        "period_minus_slack_ns": 1.36,
        "max_freq_ghz": 0.736,
        "slew_viol_final": 0,
        "fin_skew_ns": 0.00807,
        "hold_viol": 0,
        "rsz0062_at_grt": "false",
        "setup_violations": 0,
        "worstMarginPinSlew_ns": 0.249,
        "worst_slack_ns": 0.0406,
        "fin_crit_sh": 0.971,
    },
    "clock_tree": {
        "cts_tree": "built",
        "cts_buffers": 3,
        "cts.clk_slew.worst_paths_ns": 0.04,
        "cts.sinks": 4,
        "clockBufferDepth": 2,
        "cts.htree.levels": 1,
        "clock_latency_ns": 0.24,
        "cts_hold_repair.buffers": 0,
        "cts_root_buffer": "clkbuf_4",
    },
    "global_routing": {
        "grt_max_degree": 5,
        "antenna_found_initial": 0,
        "grt_pass1_wl_um": 1070,
        "grt_usage": 0.0204,
        "grt_pass1_vias": 262,
        "globalRouteOverflowTotal": 0,
    },
    "critical_path": {
        "rrSetupSlack_ns": 0.12,
        "critical_path_class": "in2reg",
        "worst_setup_path_start_kind": "primary input",
        "reg2reg_to": "PS[3]$_DFF_PP0_",
        "worstPathArrival_ns": 1.49,
        "crit_fanout": 2,
        "endpoint_kind": "register",
        "rr_worst_depth": 7,
        "required_ns": 1.53,
        "reg2reg_from": "PS[3]$_DFF_PP0_",
        "cp-startpoint": "x[3]",
    },
    "route": {
        "route.detailed.drc": 0,
        "routed-via-count": 220,
        "dr.first_iter.drc_count": 1,
        "routedWlPerCell_um": 7.38,
        "wl_um": 649,
        "ant_nets": 0,
        "dr.pass1.iters": 2,
        "n_antenna_cell": 0,
        "viasPerCell": 2.50,
    },
    "flow_run": {
        "warnings": 25,
        "drv_cap": 0,
    },
    "placed_design": {
        "dp_slack_ns": -0.484,
        "dpl_cell_area_um2": 370,
        "io_buffer_count": 12,
        "place.gp.congestion": 0.671,
    },
    "cells_and_area": {
        "areaGrowthSynthToFinish_pct": 163,
        "reg.largest.list": "PS: 4 flops",
        "stdcell_area_um2": 448,
        "final_layout_size_suffix_gt1_frac": 0.595,
        "largest_register": "PS",
        "largest_reg_flops": 4,
        "utilization": 0.131,
    },
    "power_and_ir_drop": {
        "p_leak_nw": 0.195,
        "peakVddDrop_uv": 215,
        "power_density_nw_per_um2": 738,
    },
    "synth": {
        "syn_avg_cell_area_um2": 11.3,
        "yosys_cells": 15,
        "synth_cell_types": 7,
        "synthesis.area_um2": 170,
        "ys_ff": 4,
        "yosys_warnings": 1,
        "ys_top_cells_by_area": "dfrtp_1, dfstp_2, nor4_2",
        "ys_chip_area_um2": 170,
        "synth_cells": 15,
        "ys_seq_frac": 0.596,
        "top_cell_area_share": 0.441,
        "yosys.area.top_type": "dfrtp_1",
    },
    "hold_path": {
        "min_path_type": "in2async",
    },
}
==> logic make-up (layout without fill, tap and decap cells) <==
kind of cell / Yosys count / after routing / share of synthesized area
flip-flops: 4 / 4 / 0.596
AND-OR/OR-AND: 3 / 3 / 0.110
AND/OR/NAND/NOR: 5 / 5 / 0.228
buffers and inverters: 3 / 30 / 0.0662
==> cells in the final DEF (no fill, tap or decap) <==
master and count:
buf_4 11, buf_2 4, dlygate4sd2_1 4, dfrtp_1 3, inv_1 3, clkbuf_4 3, nor4_4 2, a31oi_1 2
clkbuf_2 2, dfstp_2 1, nor2_2 1, and3_1 1, nor2_1 1, a31oi_2 1, clkbuf_1 1, clkdlybuf4s50_1 1
clkdlybuf4s15_1 1
==> routing by layer <==
metal  wire [um]  track usage
met2         242       0.0233
met3          82       0.0148
met5           0            0
met1         324       0.0281
met4           0      0.00704
==> cells in the mapped netlist (all sizes together) <==
master and n:
nor4 2, dfrtp 3, and3 1, inv 3, nor2 2, a31oi 3
dfstp 1
==> layout make-up <==
| class | instances | area [um2] |
|---|---|---|
| Sequential cell | 4 | 101 |
| Inverter | 3 | 11.3 |
| Timing Repair Buffer | 23 | 168 |
| Multi-Input combinational cell | 8 | 83.8 |
| Fill cell | 404 | 2970 |
| Clock buffer | 4 | 26.3 |
| Tap cell | 46 | 57.6 |
==> worst max-delay path by stage <==
| stage | slack (ns) | end | cells past startpoint |
|---|---|---|---|
| CTS | 0.006 | z | 4 |
| global route | 0.0006 | PS[3]$_DFF_PP0_ | 8 |
| finish | 0.04 | PS[3]$_DFF_PP0_ | 8 |
==> worst max-delay path: stages <==
cell and delay, ns:
clkdlybuf4s15_1 0.20, nor4_4 0.26, a31oi_2 0.14, buf_4 0.15, buf_4 0.12, buf_4 0.12
buf_4 0.12, buf_4 0.12
==> metrics by stage <==
stage / hold slack, ns / setup TNS (ns) / total power, W / instances
6_report: 0.236 / 0 / 0.000331 / 88
5_1_grt: 0.267 / 0 / 0.000356 / 88
4_1_cts: 0.240 / 0 / 0.000335 / 87
3_5_place_dp: 0.472 / -0.484 / 0.000168 / 76
3_3_place_gp: 0.458 / -0.502 / 0.000167 / 76
2_1_floorplan: 0.0454 / 0 / 0.000127 / 15
==> report_power, final <==
part           switching (W)   total, W  leakage [nW]  internal [W]
combinational      0.0000221  0.0000572         0.133     0.0000351
sequential       0.000000322   0.000118        0.0473      0.000118
clock              0.0000484   0.000155        0.0150      0.000107
==> what timing repair did <==
| action | 4_1_cts | 5_1_grt |
|---|---|---|
| endpoints found under the setup margin | 1 | 2 |
| resized | 24 | 5 |
| buffers inserted | 9 | 1 |
| pin swaps | 4 | 2 |
No activity file was given, so power comes from the tool's default toggle rates.
